==> design/flow/design.v <==
`timescale 1ns/1ps
module CLA4bit(a, b, sum, cin, cout);
  parameter WIDTH=4;
  input [WIDTH-1:0] a, b;
  input cin;
  output [WIDTH-1:0] sum;
  output cout;
  wire [WIDTH-1:0]carry;
  wire [WIDTH-1:0]g, p;
  assign g[0]=a[0]&b[0];	 
  assign p[0]=a[0]|b[0];	 
  assign carry[0]=g[0]|(p[0]&cin);
  assign sum[0]=a[0]^b[0]^cin;
  genvar i;
  generate
    for(i=1; i<WIDTH; i=i+1) begin
      assign g[i]=a[i]&b[i];
      assign p[i]=a[i]|b[i];
      assign carry[i]=g[i]|(p[i]&carry[i-1]);
      assign sum[i]=a[i]^b[i]^carry[i-1];
    end
  endgenerate
  assign cout=carry[WIDTH-1];
endmodule
==> design/flow/run.sh <==
#!/bin/bash
# OpenROAD 26Q1-2900-gdf79404cd8, Yosys 0.63+post, stock flow scripts
make -C /OpenROAD-flow-scripts/flow DESIGN_CONFIG=/design/flow/config.mk WORK_HOME=/design/flow/orfs finish
==> design/flow/config.mk <==
export PLATFORM = sky130hd
export DESIGN_NAME = CLA4bit
export DESIGN_NICKNAME = CLA4bit
export VERILOG_FILES = /design/flow/design.v
export SDC_FILE = /design/flow/constraint.sdc
export NUM_CORES = 4
export LEC_CHECK = 1
export CORE_AREA = 10 10 70 70
export DIE_AREA = 0 0 80 80
==> design/flow/constraint.sdc <==
current_design CLA4bit

set clk_period 2.2
set clk_io_pct 0.2

create_clock -name clk0 -period $clk_period

set non_clock_inputs [all_inputs -no_clocks]
set_input_delay [expr $clk_period * $clk_io_pct] -clock clk0 $non_clock_inputs
set_output_delay [expr $clk_period * $clk_io_pct] -clock clk0 [all_outputs]
==> datasheet_impl.txt <==
Table: implementation figures

Parameter                              Value

Status
  Run status    finished with violations
  Failing checks    setup timing

Worst setup path
  Critical Path Slowest Stage Cell    fa_1
  Data arrival time of the critical path    2080 ps
  Most repeated library cell on the critical path    fa_2
  Maximum net fanout on the critical path    1
  Worst Setup Start Kind    input pin
  Kind of critical path    input pin to primary output
  Critical Path Stages    10
  Cell-by-cell listing of the critical path    buf_6 -> inv_4 -> fa_2 -> inv_2 -> fa_2 -> fa_2 -> inv_2 -> fa_1 -> inv_1 -> buf_2
  Required time at the endpoint of the critical path    1760 ps
  Category of cells accounting for the largest share of critical-path delay    adder cells
  Largest incremental delay on the critical path    400 ps
  Count of buffering cells on the critical path with inverters included    6
  Capturing element type of the critical path    primary output

Placed design
  Post-placement cell area    320 um2
  Port Buf Inserts    14
  Gpl congestion    0.803
  # placed instances    74

Global routing
  Initial antenna violation count    0
  Global-route usage over all layers    1.25%
  Total overflow reported by the global router    0
  Number of global-route vias before repair    146
  Largest net degree at the start of global routing    2
  First-pass GRT wire length    627 um

Synth
  Synthesis Warnings    0
  Post-synthesis average cell area    8.40 um2
  Distinct cell type count of the synthesized netlist    2
  Synthesized cell area    118 um2
  Syn Inst Count    14
  Cell total in the yosys stat output    14
  Sequential element share of the synthesized area    0%
  Summed standard-cell area reported by yosys    118 um2

STA
  Slew at the pin closest to its max-slew limit    97.8 ps
  Min Tclk post-route    2520 ps
  Number of endpoints with negative hold slack in the final report    0
  Relative max-transition margin    93.5%
  Highest attainable clock frequency    397 MHz
  Final number of setup-violating endpoints    2
  RSZ-0062 raised after global routing    true
  Fin worst setup slack    -317 ps
  Fin Setup TNS    -538 ps
  Count of final max-slew check failures    0
  Post-route fraction of the period consumed by the critical path    114%

Power and ir drop
  Switching Share    34.0%
  Power per Cell Area    180 nW/um2
  Design Power    0.0573 mW
  Power share of the clock group    0%
  Internal power    0.0378 mW
  Relative contribution of combinational cells to total power    100.0%
  Switch Pwr    0.0195 mW
  Proportion of power drawn by flip-flops and latches    0%
  Leakage power    0.141 nW
  Peak VDD IR    0.0226 mV

Cells and area
  Final core area utilization    9.34%
  Final Cell Area    319 um2
  Leading cell types in the layout, fill and taps excluded    inv_1 (5), clkdlybuf4s50_1 (5)
  Area growth from synthesis to layout    171%
  Number of standard cells in the layout, taps in and fillers out    74
  Num sequential    0
  Register area    0 um2
  Layout clock buffer count    0
  Fraction of layout instances using a drive strength above 1    50.0%

Job
  Number of maximum-capacitance constraint violations    0
  Number of warning messages in the logs    35

Min path
  Hold Path Origin    b[1]
  Instance count along the most critical hold path    3
  End point of the most critical hold path    sum[1]
  Class of the worst hold path    input pin to primary output

Route
  Antenna diode count    0
  DR DRC count    0
  Number of antenna-violating nets in the routed design    0
  Post-Route WL    449 um
  Routed length per placed instance    6.07 um
  Via/cell ratio    1.72
  Vias after detailed routing    127
  1st-iter DRT viols    0
  Number of iterations in the first detailed-routing pass    1

Floorplanning
  Number of ports placed on the die boundary    14
  Die Ht    80 um
  Overall die width    80 um
  Initial Utilization    3.44%
  Chip Footprint    6400 um2
  Core region area    3420 um2
  Row count    21

Clock network
  Number of buffers inserted by hold repair at cts    0
-- how the worst max path moves through the flow --
stage | from | endpoint | slack (ps)
4_1_cts | cin | sum[3] | -400
5_1_grt | cin | sum[3] | -400
6_report | cin | sum[3] | -320
-- kinds of logic after synthesis --
| kind of cell | after synthesis | share of synthesized area, % |
|---|---|---|
| buffers and inverters | 10 | 31.9 |
| adders and majority gates | 4 | 68.1 |
-- per-layer routing --
| layer | global-route usage [%] | share of wire, % | up-vias |
|---|---|---|---|
| li1 | - | - | 60 |
| met1 | 1.34 | 36 | 58 |
| met2 | 2.09 | 43 | 9 |
| met3 | 0.909 | 22 | 0 |
| met4 | 0 | 0 | 0 |
| met5 | 0 | 0 | - |
-- metrics by stage --
| step | hold WS (ps) | setup slack (ps) |
|---|---|---|
| final | 1490 | -317 |
| after global routing | 1540 | -405 |
| after CTS | 1480 | -404 |
| after detailed placement | 1970 | -1090 |
| after global placement | 1950 | -1090 |
| after floorplan | 1030 | -82.1 |
-- power groups by stage --
stage | logic (mW) | clock network, mW | registers (mW)
4_1_cts | 0.0604 | 0 | 0
5_1_grt | 0.0678 | 0 | 0
6_report | 0.0573 | 0 | 0
-- layout make-up --
cell class / count / area [um2]
fill: 405 / 3100
timing repair buffer: 14 / 131
multi-input combinational: 4 / 87.6
tap: 46 / 57.6
inverter: 10 / 42.5
-- cell usage after synthesis --
cell | instances | share of area, %
inv_1 | 10 | 32
fa_1 | 4 | 68
-- repair_timing --
action                     4_1_cts  5_1_grt
pin swaps                        4        3
hold endpoints to repair         0        0
setup buffers                    0        0
gates resized                   33        0
setup endpoints to repair        5        3
-- tightest hold or removal path, delay by kind of cell --
family	cells	cell delay, ps
buffers and inverters	2	420
adders and majority gates	1	190
Power is estimated from default activity; no workload was simulated.
