==> flow/design.v <==
`timescale 1ns/1ps
module clockDivider(
	input wire clk, rst,
	output wire divideby2, divideby4, divideby8); 
  reg [3:0]count;  
  assign	divideby2=count[1];
  assign	divideby4=count[2];
  assign	divideby8=count[3];
  always @ (posedge clk) begin  
    if (~rst) count=4'b0000;  
    else count=count+1;  
  end
endmodule
==> flow/run.sh <==
#!/bin/bash
# OpenROAD 26Q1-2900-gdf79404cd8, Yosys 0.63+post, stock flow scripts
make -C /OpenROAD-flow-scripts/flow DESIGN_CONFIG=/design/flow/config.mk WORK_HOME=/design/flow/orfs finish
==> flow/config.mk <==
export PLATFORM = sky130hd
export DESIGN_NAME = clockDivider
export DESIGN_NICKNAME = clockDivider
export VERILOG_FILES = /design/flow/design.v
export SDC_FILE = /design/flow/constraint.sdc
export NUM_CORES = 4
export LEC_CHECK = 1
export CORE_AREA = 10 10 70 70
export DIE_AREA = 0 0 80 80
==> flow/constraint.sdc <==
current_design clockDivider

set clk_period 1.0
set clk_io_pct 0.2

create_clock -name clk0 -period $clk_period [get_ports {clk}]

set non_clock_inputs [all_inputs -no_clocks]
set_input_delay [expr $clk_period * $clk_io_pct] -clock clk0 $non_clock_inputs
set_output_delay [expr $clk_period * $clk_io_pct] -clock clk0 [all_outputs]
==> results.rst <==
Physical design figures
=======================

.. list-table::
   :header-rows: 1

   * - Metric
     - Value
   * - Die Ht
     - 80 um
   * - Endpoint of the most critical setup path
     - count[2]
   * - Max Root-Sink Buffers
     - 2
   * - Number of design rule violations left after detail routing
     - 0
   * - DIE AREA
     - 6400 um^2
   * - Total I/O pin count
     - 5
   * - Number of hold buffers added after CTS
     - 0
   * - Peak Freq
     - 1.04 GHz
   * - Number of logic stages on the critical path including buffering
     - 4
   * - Share of the core filled with cells in the final layout
     - 8.97%
   * - #FFs+latches synth
     - 4
   * - Relative slew slack
     - 89.4%
   * - Skew final
     - 4.57 ps
   * - Total iterations of the first detailed-routing run
     - 2
   * - Switching Power
     - 94.2 uW
   * - Mean cell area of the mapped netlist
     - 11.2 um^2
   * - Top cells by count
     - sky130_fd_sc_hd__dfxtp_1 (4), sky130_fd_sc_hd__and2_1 (2)
   * - Worst path slowest cell
     - sky130_fd_sc_hd__dfxtp_2
   * - Final number of max-transition violations
     - 0
   * - Number of fillers in the final layout
     - 404
   * - Number of buffers created by CTS
     - 3
   * - Buffer type at the clock tree root
     - sky130_fd_sc_hd__clkbuf_4
   * - Count of instantiated cells in the yosys netlist
     - 13
   * - Final setup margin
     - 36.9 ps
   * - R2R setup slack
     - 40 ps
   * - Count of library flops with an enable pin
     - 0
   * - Startpoint kind of the worst setup timing path
     - register
   * - Global Route Usage Sum
     - 1.48%
   * - Layout cells sized above 1
     - 39.1%
   * - Total standard cell area after synthesis
     - 145 um^2
   * - Number of maximum-capacitance violations
     - 0
   * - Chain of cells forming the critical path
     - buf_6 -> ha_4 -> xor2_1 -> and2_1
   * - Maximum number of pins on one net before global-route repair
     - 6
   * - Sequential cell area
     - 82.6 um^2
   * - H-tree depth
     - 1
   * - Net switching fraction of the power
     - 21.7%
   * - Top cell area share
     - 55.2%
   * - ANT nets after route
     - 0
   * - Clock tree from TritonCTS
     - done
   * - Synth area leaders
     - sky130_fd_sc_hd__dfxtp_1 (55%), sky130_fd_sc_hd__and2_1 (8.6%), sky130_fd_sc_hd__ha_1 (8.6%)
   * - Clk sink count
     - 4
   * - Core area
     - 3420 um^2
   * - CTS clk-pin slew, worst paths
     - 40 ps
   * - Detailed-route wire length per cell
     - 5.84 um
   * - First-pass GRT wire length
     - 696 um
   * - Yosys warning count
     - 1
   * - Max IR drop VDD
     - 0.000850 V
   * - Library cell occupying the most area in the post-synthesis netlist
     - sky130_fd_sc_hd__dfxtp_1
   * - Congestion Overflow GR
     - 0
   * - Cell row count
     - 21
   * - Worst reg2reg path startpoint
     - count[1]
   * - Synthesized instance count
     - 13
   * - Vias in the first global route
     - 154
   * - Setup-violating endpoint count in the final report
     - 0
   * - Slowest cell delay on critical path
     - 320 ps
   * - Power share of the clock group
     - 46.6%
   * - Ratio of final minimum period to clock period
     - 96.3%
   * - Maximum fanout count along the critical path
     - 2
   * - Min Clock Period, post-route
     - 963 ps
   * - Sequential fraction of design power
     - 41.5%
   * - Dominant synthesized flop cell
     - sky130_fd_sc_hd__dfxtp_1
   * - Actual slew at the worst max-slew pin
     - 158 ps
   * - Worst Path Required
     - 1130 ps
   * - Power per cell area
     - 1420 nW/um^2
   * - Result of the run
     - completed
   * - Via count normalized by instance count
     - 1.70
   * - Endpoint of the worst-slack reg-to-reg timing path
     - count[2]
   * - Worst Hold Class
     - reg -> reg
   * - Critical Path Sink Type
     - register
   * - Final Hold Vio Count
     - 0
   * - Starting density of the core
     - 4.25%
   * - Late-Pin Clk Latency
     - 240 ps
   * - Critical path arrival
     - 1090 ps
   * - Buffers on Ports
     - 4
   * - CP Buf/Inv Count
     - 1
   * - Synth Seq Share
     - 55.2%
   * - Library cells used by synthesis
     - 9
   * - Routed wire length
     - 403 um
   * - Initial DRC count
     - 2
   * - Number of logged tool warnings
     - 25
   * - Setup slack after placement
     - -18.0 ps
   * - Post-synthesis async set-or-reset flop share
     - 0%
   * - Multi-input gate area in the final layout
     - 77.6 um^2
   * - Die width
     - 80 um
   * - Power share of the combinational group
     - 11.9%
   * - Worst reg-to-reg path cell count
     - 4
   * - Leakage power
     - 0.000121 uW
   * - Startpoint-to-endpoint class of the critical path
     - reg -> reg
   * - Yosys synthesis chip area
     - 145 um^2
   * - Number of antenna violations at the first check in global routing
     - 0
   * - Critical path launch point
     - count[1]
   * - Post-synthesis cell type with the largest instance count
     - sky130_fd_sc_hd__dfxtp_1
   * - GPL Wtd Cong
     - 0.560
   * - Max reg flops
     - 4
   * - Worst min-delay path startpoint
     - count[0]
   * - Internal Pwr Total
     - 340 uW
   * - Relative area change from synthesis to final layout
     - 111%
   * - Number of vias after detailed routing
     - 117
   * - Antenna diode instance count
     - 0
   * - Top Family by Delay on Critical Path
     - flip-flops
==> routing by layer <==
metal  vias up  track usage, %  part of all wire [%]
li1         63               -                     -
met1        45            2.06                    62
met2         9            1.44                    26
met3         0            1.59                    12
met4         0           0.176                     0
met5         -               0                     0
==> through the flow <==
stage          hold WS (ps)  total power (uW)  setup TNS [ps]  instances  cell area (um^2)
4_1_cts                 453               432               0         69               290
2_1_floorplan           322               191               0         13               145
6_report                498               435               0         69               307
5_1_grt                 540               466           -2.51         69               307
3_5_place_dp            435               227           -46.1         65               258
3_3_place_gp            427               225           -20.5         65               258
==> logic make-up after synthesis <==
kind of cell / count (synthesis) / share of synthesized area, %
simple gates: 6 / 23.3
flops: 4 / 55.2
xor+xnor: 1 / 6.04
mux: 1 / 6.90
fa+ha+maj: 1 / 8.62
==> cell type report <==
class | instances | area share, %
multi-input cells | 9 | 25.3
repair buffers | 7 | 21.6
well taps | 46 | 18.8
clock buffers | 3 | 7.35
flip-flops and latches | 4 | 26.9
==> worst min-delay path by stage <==
| stage | cells past startpoint | slack [ps] | to |
|---|---|---|---|
| 4_1_cts | 1 | 450 | count[0] |
| 5_1_grt | 1 | 540 | count[0] |
| 6_report | 1 | 500 | count[0] |
==> power groups by stage <==
stage / sequential, uW / clock, uW / combinational (uW)
CTS: 178 / 209 / 45.7
global route: 182 / 225 / 59.8
finish: 180 / 203 / 51.9
==> what timing repair did <==
| item | 4_1_cts | 5_1_grt |
|---|---|---|
| endpoints found under the setup margin | 4 | 3 |
| gates resized | 7 | 4 |
| buffers inserted | 1 | 0 |
==> cell usage in the layout (no fill, tap or decap) <==
cell and count:
sky130_fd_sc_hd__ha_4 1, sky130_fd_sc_hd__nand2_1 1, sky130_fd_sc_hd__buf_4 2, sky130_fd_sc_hd__clkbuf_4 3, sky130_fd_sc_hd__xor2_1 1, sky130_fd_sc_hd__dfxtp_1 2
sky130_fd_sc_hd__and2_1 2, sky130_fd_sc_hd__buf_6 1, sky130_fd_sc_hd__clkdlybuf4s15_1 3, sky130_fd_sc_hd__dfxtp_2 2, sky130_fd_sc_hd__nand2b_1 1, sky130_fd_sc_hd__nand3_1 1
sky130_fd_sc_hd__clkdlybuf4s50_1 1, sky130_fd_sc_hd__mux2i_1 1, sky130_fd_sc_hd__nor2b_1 1
Power is estimated from default activity; no workload was simulated.
