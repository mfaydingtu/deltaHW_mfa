===== /design/flow/run.sh =====
#!/bin/bash
# OpenROAD 26Q1-2900-gdf79404cd8, Yosys 0.63+post, stock flow scripts
make -C /OpenROAD-flow-scripts/flow DESIGN_CONFIG=/design/flow/config.mk WORK_HOME=/design/flow/orfs finish

===== /design/flow/config.mk =====
export PLATFORM = sky130hd
export DESIGN_NAME = binToOneShot
export DESIGN_NICKNAME = binToOneShot
export VERILOG_FILES = /design/flow/design.v
export SDC_FILE = /design/flow/constraint.sdc
export NUM_CORES = 4
export LEC_CHECK = 1
export CORE_AREA = 10 10 70 70
export DIE_AREA = 0 0 80 80

===== /design/flow/constraint.sdc =====
current_design binToOneShot

set clk_period 1.0
set clk_io_pct 0.2

create_clock -name clk0 -period $clk_period

set non_clock_inputs [all_inputs -no_clocks]
set_input_delay [expr $clk_period * $clk_io_pct] -clock clk0 $non_clock_inputs
set_output_delay [expr $clk_period * $clk_io_pct] -clock clk0 [all_outputs]

===== /design/flow/design.v =====
`timescale 1ns/1ps
module binToOneShot(x,y);
  parameter IN_WIDTH=4;
  parameter OUT_WIDTH=16;
  input wire [IN_WIDTH-1:0]x;
  output wire [OUT_WIDTH-1:0]y;
  assign y=1<<x;	 
endmodule

==> impl_metrics.ini <==
; flow metrics
[run_status]
status = finished with violations
violations = negative setup slack

[critical_path]
cp_top_family = buffers and inverters
cpMostUsedCell = buf_6
setup.worst_path.class = in2out
path_buffers = 4
cp.required_ns = 0.80
crit_path_max_fanout = 6
cp_slowest_cell = nor4b_4
cp.arrival_ns = 0.94
crit_chain = buf_8 -> buf_6 -> buf_6 -> nor4b_4 -> buf_2
crit_path_max_incr_delay_ns = 0.27
cp-start-kind = input port
end_kind = output port

[cts]
cts_hold_buf = 0

[routing]
top_layer = met3
wl_um = 1386
ant_nets = 0
wl_met2_um = 470
drc = 0
drt-met1-wl_um = 779
post_drt_via_cell_ratio = 3.236
drtPass1Iterations = 2
avgRoutedWirePerCell_um = 13.08
drt-initial-drc-count = 17
num_vias = 343
route.met3.wl_um = 137
num_antenna_cells = 0

[timing]
max_clock_freq_ghz = 0.8741
period_minus_slack_ns = 1.144
hold_ws_ns = 0.7652
max-slew-margin-rel = 0.8643
maxSlewViolCount = 0
hold_violations = 0
fin_crit_sh = 1.144
setup_ws_ns = -0.1440
finalSetupViolCount = 13
setup_tns_ns = -1.165
rsz0062_at_grt = true
worst_pin_slew_ns = 0.2027

[logic_synthesis]
syn_area_um2 = 226.5
synth_chip_area_um2 = 226.5
ys_warn_count = 0
synthCells = 20
ys_seq_share = 0
syn_avg_cell_area_um2 = 11.32
ys_cells = 20
ys_types = 6

[place]
dp_hpwl_um = 633.9
gp_congestion = 0.7210
port_buffers = 20

[hold_path]
hold_class = in2out

[cells_and_area]
final_common_cell = buf_6
n_fill_cell = 368
layout-drive-gt1-share = 0.9000
ff_latch_area_um2 = 0
lay_top_cells = buf_6, buf_2, and4bb_2, buf_4
seq_cell_count = 0
area.growth.synth_to_final_pct = 216.0
clockBufferCount = 0
final_util = 0.2095

[power_and_ir_drop]
p_leak_uw = 0.0003464
powerDensity_nw_per_um2 = 336.5
vdd_drop_max_uv = 149.2

[grt]
grt_pass1_wl_um = 1980
grt_pass1_vias = 344
grt_start_max_net_pins = 9
grt-ovfl-total = 0
grt_antenna_before_repair = 0
grt_use_total = 0.03833

[die]
ios = 20
die-area_um2 = 6400
core_util_floorplan = 0.06630
die_h_um = 80
die-width_um = 80
core_area_um2 = 3416
rows = 21

[flow_run]
maxCapViolations = 0
warnings = 34
-- area by class of cell --
class | count | area (um2) | area share
Timing Repair Buffer | 44 | 417.9 | 0.5839
Multi-Input combinational cell | 16 | 240.2 | 0.3357
Tap cell | 46 | 57.56 | 0.08042
-- power breakdown --
part,total (uW),switching (uW),internal [uW],leakage (uW)
combinational,241,84.6,156,0.000346
clock,0,0,0,0
sequential,0,0,0,0
-- through the flow --
step | std cells | area, um2 | setup WS, ns | total power, uW
CTS | 104 | 646.9 | -0.1253 | 206.5
finish | 106 | 715.7 | -0.1440 | 240.9
global placement | 86 | 496.7 | -0.8022 | 121.5
detailed placement | 86 | 496.7 | -0.8001 | 122.6
global route | 106 | 715.7 | -0.1892 | 257.2
floorplan | 20 | 226.5 | 0.2501 | 50.87
-- cells in the mapped netlist, drive strengths merged --
cell	count	area, um2
buf	4	30.03
nor4b	4	60.06
and4b	4	40.04
and4	1	8.760
nor4	1	12.51
and4bb	6	75.07
-- timing repair --
action / 4_1_cts / 5_1_grt
endpoints found under the setup margin: 16 / 13
cloned: 4 / 0
pin swaps: 9 / 5
setup buffers: 14 / 3
gates resized: 89 / 10
-- per-layer routing --
| layer | vias up | global-route usage |
|---|---|---|
| met5 | - | 0 |
| met4 | 0 | 0 |
| met3 | 0 | 0.01477 |
| met2 | 20 | 0.03933 |
| met1 | 154 | 0.06856 |
| li1 | 169 | - |
-- cell families after synthesis --
kind of cell,synth area share
buffers and inverters,0.1326
and+or+nand+nor,0.8674
-- worst paths after layout --
check  startpoint  endpoint  slack (ns)  depth (start not counted)
max          x[1]      y[1]       -0.14                          5
min          x[0]      y[4]        0.77                          4
Power is estimated from default activity; no workload was simulated.
